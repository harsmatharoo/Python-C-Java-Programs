==> design/flow/design.v <==
module hexdisp(x0, x1, x2, x3, f0, f1, f2, f3, f4, f5, f6);
	input x0, x1, x2, x3;
	output f0, f1, f2, f3, f4, f5, f6;
	assign f0 = (~x0 & ~x1 & ~x2 & ~x3) | (x0 & ~x1 & ~x2 & x3) | (x0 & x1 & ~x2 & x3) | (x0 & ~x1 & x2 & x3); 
	assign f1 = (~x0 & x1 & ~x2 & x3) | (x0 & x2 & x3) | (x1 & x2 & ~x3) | (x0 & x1 & x2) | (x0 & x1 & ~x3);
	assign f2 = (~x0 & ~x1 & x2 & ~x3) | (x0 & x1 & x2) | (x0 & x1 & ~x3);
	assign f3 = (~x0 & x1 & ~x2 & ~x3) | (~x0 & ~x1 & ~x2 & x3) | (x1 & x2 & x3) | (x0 & ~x1 & x2 & ~x3);
	assign f4 = (~x0 & x3) | (~x0 & x1 & ~x2) | (~x1 & ~x2 & x3);
	assign f5 = (~x0 | ~x2) & (~x1 | ~x2 | x3) & (~x0 | x1) & (x2 | x3) & (x0 | ~x1 | x2);
	assign f6 = (x0 | ~x1 | x2) & (x0 | x1 | ~x2) & (~x2 | x3) & (~x0 | x1) & (~x0 | ~x3);
endmodule
==> design/flow/run.sh <==
#!/bin/bash
# OpenROAD 26Q1-2900-gdf79404cd8, Yosys 0.63+post, stock flow scripts
make -C /OpenROAD-flow-scripts/flow DESIGN_CONFIG=/design/flow/config.mk WORK_HOME=/design/flow/orfs finish
==> design/flow/config.mk <==
export PLATFORM = sky130hd
export DESIGN_NAME = hexdisp
export DESIGN_NICKNAME = hexdisp
export VERILOG_FILES = /design/flow/design.v
export SDC_FILE = /design/flow/constraint.sdc
export NUM_CORES = 4
export LEC_CHECK = 1
export CORE_AREA = 10 10 70 70
export DIE_AREA = 0 0 80 80
==> design/flow/constraint.sdc <==
current_design hexdisp

set clk_period 1.0
set clk_io_pct 0.2

create_clock -name clk0 -period $clk_period

set non_clock_inputs [all_inputs -no_clocks]
set_input_delay [expr $clk_period * $clk_io_pct] -clock clk0 $non_clock_inputs
set_output_delay [expr $clk_period * $clk_io_pct] -clock clk0 [all_outputs]
==> Slide: Implementation Results <==
Physical Implementation Snapshot

Final layout
  – Fillcell total: 389
  – Most numerous logic cell after layout: buf_6
  – Logic area: ~200 um^2
  – Flop Count: 0
  – Non-Filler Instances: 99
  – Syn-to-layout area delta: 122%
  – Dominant logic cell types in the final layout: 8 x buf_6, 7 x buf_2, 7 x buf_4
  – Layout cell share with drive strength beyond 1: 73.6%
  – Storage cell area: 0 um^2
  – Clkbuf count: 0

Final timing
  – Final hold viol count: 0
  – Setup violations, final: 6
  – RSZ-0062 raised after global routing: yes
  – Max Freq: 0.885 GHz
  – Crit path time final: approximately 1.1 ns
  – Worst slew pin tran: 0.217 ns
  – Pins over their slew limit: 0
  – Slack of the critical path: -0.130 ns
  – Tcrit/Tclk final: 113%
  – Slew headroom: 85.5%
  – Final hold slack: 0.705 ns

Run
  – Log Warnings: 34
  – Max cap viols: 0

Place
  – Dpl cells: 95
  – Dpl hpwl: 632 um
  – Number of I/O port buffers: 11
  – RD Place Congestion: around 0.77
  – Pre-CTS WS: -1.00 ns

Yosys
  – Synth area leader: buf_6
  – Avg Cell Area, Syn: 7.00 um^2
  – Post-synthesis cell type count: 19
  – Cells after Synth: 32
  – Seq share, synth: 0%
  – Synth Cell Area: 224 um^2
  – Yosys cell count: 32
  – Top-area cell type share of the netlist area: 15.1%
  – Top area cell types: buf_6 15%, o21ai_2 12%, nand3_1 8.9%
  – Ys Warns: 0
  – Chip Area, Yosys: 224 um^2

Floorplanning
  – Die Height: 80 um
  – Die area: 6400 um^2
  – Die width: 80 um
  – Area of the core: 3420 um^2
  – Top-Level Pins: 11
  – Rows: 21
  – FP Core Util: between 6 and 7%

Global routing
  – Remaining Overflow, GRT: 0
  – Largest net degree at the start of global routing: 8
  – Global-route wire length before repair: roughly 1.4 mm
  – Total track usage: ~2.5%
  – Initial antenna violation count: 0
  – Vias in the first global route: 305

Route
  – Drt total wl: roughly 900 um
  – DRC Markers: 0
  – Vias: ~320
  – TritonRoute pass-1 iters: 2
  – Drt initial violations: 11
  – Inserted Diodes: 0
  – DR WL/cell: 9.08 um
  – Antenna Nets Post-Route: 0
  – Via density: approximately 3.2

Hold path
  – Worst hold path type: in2out

Setup path
  – Buf/Inv on CP: 4
  – Cell family with most CP delay: buffers and inverters
  – CP arrival: just over 0.9 ns
  – CP required: 0.80 ns
  – Highest-delay cell along the critical path: o21a_1
  – Crit-path max cell delay: 0.17 ns
  – CP max FO: 5
  – Most common cell on crit path: buf_6
  – Setup crit end kind: primary output
  – Critical path, cell by cell: buf_8, buf_6, buf_6, o21a_1, o21ai_2, buf_2
  – CP Launch Type: input port
  – CP Class: in2out

Power and ir drop
  – Cell Pwr Density: 387 nW/um^2
  – Pleak: 0.000205 uW
  – Peak VDD IR: 0.0000667 V

Outcome
  – Status: complete, but fails checks
  – Failing checks: setup timing

Clocking
  – Post-CTS Hold Fix Bufs: 0
cell type report:
class | instances | area share, %
repair buffers | 25 | 45.7
inverters | 2 | 1.51
multi-input cells | 26 | 41.2
well taps | 46 | 11.6
worst paths after layout:
path / startpoint / depth (start not counted) / slack [ns] / to
worst max-delay path: x2 / 6 / -0.13 / f6
worst min-delay path: x3 / 3 / 0.71 / f3
logic make-up after synthesis:
group                    after synthesis  share of synthesized area [%]
AND-OR/OR-AND                         11                           38.5
adder cells (fa/ha/maj)                1                           5.03
buffers and inverters                  6                           21.8
AND/OR/NAND/NOR                       14                           34.6
power breakdown:
| group | internal, uW | switching (uW) |
|---|---|---|
| clock | 0 | 0 |
| sequential | 0 | 0 |
| combinational | 115 | 78.3 |
| total | 115 | 78.3 |
per-layer routing:
layer,vias to the layer above,global-route usage [%],part of all wire (%)
li1,160,-,-
met1,154,3.49,46
met2,6,4.25,48
met3,0,0.455,5.5
met4,0,0,0
met5,-,0,0
cell usage after synthesis, drive strengths merged:
cell type  number
nand2           4
o21a            1
buf             4
and2b           1
nor2b           2
o311ai          1
o21ai           4
a21oi           1
o2bb2ai         1
inv             2
o211ai          2
nor2            2
nand3           5
maj3            1
a32o            1
per-stage QoR:
stage          util [%]  TNS, ns  instance area, um^2  total power [uW]
2_1_floorplan         -        0                  224              77.3
3_3_place_gp       12.5    -6.50                  425               166
3_5_place_dp       12.5    -6.52                  425               167
4_1_cts            13.7   -0.502                  467               179
5_1_grt            14.6   -0.738                  498               210
6_report           14.6   -0.446                  498               193
worst min-delay path: stages:
cell and delay (ns):
buf_12 0.09, o311ai_2 0.10, buf_2 0.11
repair_timing:
action,in CTS,in global routing
gates resized,60,5
gates cloned,0,0
endpoints found under the setup margin,7,7
pin swaps,11,6
setup buffers,3,1
No activity file was given, so power comes from the tool's default toggle rates.
