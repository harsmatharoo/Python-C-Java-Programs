**run.sh**
```bash
#!/bin/bash
# OpenROAD 26Q1-2900-gdf79404cd8, Yosys 0.63+post, stock flow scripts
make -C /OpenROAD-flow-scripts/flow DESIGN_CONFIG=/design/flow/config.mk WORK_HOME=/design/flow/orfs finish
```
**config.mk**
```make
export PLATFORM = sky130hd
export DESIGN_NAME = name
export DESIGN_NICKNAME = name
export VERILOG_FILES = /design/flow/design.v
export SDC_FILE = /design/flow/constraint.sdc
export NUM_CORES = 4
export LEC_CHECK = 1
export CORE_AREA = 10 10 70 70
export DIE_AREA = 0 0 80 80
```
**constraint.sdc**
```tcl
current_design name

set clk_period 1.0
set clk_io_pct 0.2

create_clock -name clk0 -period $clk_period

set non_clock_inputs [all_inputs -no_clocks]
set_input_delay [expr $clk_period * $clk_io_pct] -clock clk0 $non_clock_inputs
set_output_delay [expr $clk_period * $clk_io_pct] -clock clk0 [all_outputs]
```
**design.v**
```verilog
module name(x0, x1, x2, x3, f0, f1, f2, f3, f4, f5, f6);
	input x0, x1, x2, x3;
	output f0, f1, f2, f3, f4, f5, f6;
	assign f0 = x0 | (x1 & x2) | (~x1 & ~x2 & x3);
	assign f1 = (~x0 & ~x1 & ~x3) | (x2 & ~x3);
	assign f2 = (~x0 & ~x1 & ~x3) | (x2 & ~x3);
	assign f3 = (~x2 | ~x3) & (~x2 | x3) & (~x2 | ~x1);
	assign f4 = (x1 & ~x2 & ~x3) | (x1 & x2 & x3);
	assign f5 = x1 & x2 & x3;
	assign f6 = (x2 | ~x3) & (x1 | ~x2 | x3) & (x2 | ~x1);
endmodule
```
==> run summary <==
impl run done, here's what came out: routed vias/inst=1.79, Top delay family on crit path=simple AND/OR/NAND/NOR gates, vias in the first global route=around 110, RSZ-0062 raised after global routing=yes, layout cell share with drive strength beyond 1=66.7%, Dominant cell area share=23.7%, Cell Type Count=10, Worst Path Max Fanout=3, CP Capture Type=output pin, DRC=0, gpl congestion=0.767, Finished Layout Cells=70, Sw Pwr=about 0.000027 W, Yosys Chip Area=73.8 um^2, GRT Util Overall=0.854%, Fin. Hold Viols=0, outcome=finished, final reports clean, Pwr Total=around 0.000077 W, die width=around 80 um, register share of total power=0%, Hold WS=around 640 ps, initial antenna violation count=0, Hold Buf Count CTS=0, ANT nets after route=0, critical path, cell by cell=buf_6, or2_1, a21oi_2, buf_2, Cell Area, Synth=between 70 and 80 um^2, cell internal pwr=approximately 0.000050 W, via count=125, Arr. time, crit path=roughly 800 ps, Crit path buffers/inverters=2, Clock power frac=0%, Hold Path Class=primary input to output pin, Leak=a little under 0.1 nW, PortBufs=11, ant diodes=0, kind of critical path=primary input to output pin, CP peak stage delay=230 ps, WP data required=~800 ps, Least-Margin Pin Slew=113 ps, fin crit share=98.0%, Initial DRC Count=0, Yosys warnings=0, Layout fillers=around 410, num ports=11, dpl cell area=241 um^2, maxcap violations=0, clkbuf count=0, DR WL/cell=4.93 um, Setup Viol. Count Final=0, die area=0.00640 mm^2, yosys cell count=12, Vert. Die Dim=about 80 um, Routed WL=between 300 and 400 um, Comb power frac=100.0%, relative slew slack=92.4%, area leader, netlist=xnor2_1, placed instance count=about 69, post-DP HPWL=283 um, Top area cell types=xnor2_1 (24%), a21oi_1 (14%), and3_2 (10%), f_max=1020 MHz, Net Sw Frac=between 30% and 40%, Min Clock Period, post-route=980 ps, Setup TNS Final=0 ps, Area growth syn-to-layout=231%, largest net degree at the start of global routing=6, Congestion Overflow GR=0, Post-Syn Area per Cell=6.15 um^2, core area=0.00342 mm^2, Final Max-Slew Violation Tally=0, Pwr Density=315 mW/mm^2, Cells after Synth=12, Reg area=0 um^2, type of origin of the critical path=primary input, row count=21, tool warnings=33, FP Util=about 2.2%, Post-synth seq share=0%, flip-flops=0, first-pass GRT wire length=489 um, VDD IR-drop max=around 0.000027 V, Non-Filler Cell Area, Final=about 240 um^2, Slowest cell on crit path=or2_1, DRT Pass-1 Iters=1
synthesized netlist by cell type, drive strengths merged:
cell / n
nor2: 1
nand2b: 1
o21ai: 1
buf: 1
or2: 1
and3: 1
xnor2: 2
inv: 1
and2: 1
a21oi: 2
kinds of logic (layout without fill, tap and decap cells):
| group | count (synthesis) | count (layout) | synth area share (%) |
|---|---|---|---|
| buf+inv | 2 | 14 | 15.3 |
| xor+xnor | 2 | 2 | 23.7 |
| compound gates | 3 | 3 | 20.3 |
| simple gates | 5 | 5 | 40.7 |
power groups by stage:
stage	clock network, W	registers, W	logic (W)
finish	0	0	0.0000769
CTS	0	0	0.0000767
global route	0	0	0.0000861
placed cells by master, fill, tap and decap left out:
cell type / instances
a21oi_1: 1
a21oi_2: 1
and2_1: 1
and3_2: 1
buf_2: 4
buf_4: 1
buf_6: 4
clkbuf_2: 2
clkdlybuf4s15_1: 1
dlygate4sd2_1: 1
inv_2: 1
nand2b_1: 1
nor2_4: 1
o21ai_1: 1
or2_1: 1
xnor2_1: 1
xnor2_2: 1
per-stage QoR:
step / utilization, % / worst slack [ps]
after floorplan: - / 164
after global placement: 7.07 / -728
after detailed placement: 7.07 / -763
after CTS: 7.18 / 0.824
after global routing: 7.14 / -11.5
final: 7.14 / 20.4
worst paths after layout:
path                  start  endpoint  slack [ps]  cells past startpoint
worst min-delay path     x3        f1         640                      3
worst max-delay path     x1        f2          20                      4
tightest hold or removal path: stages:
cell and delay, ps:
buf_6 100, a21oi_2 40, buf_2 100
layout make-up:
type	instances	area [um^2]	share of cell area, %
Tap cell	46	57.6	23.6
Multi-Input combinational cell	10	81.3	33.3
Inverter	1	3.75	1.54
Timing Repair Buffer	13	101	41.5
repair_timing:
item	4_1_cts	5_1_grt
gates resized	42	4
setup endpoints to repair	7	4
setup buffers	1	0
pin swaps	4	4
routing by layer:
metal	part of all wire [%]	routed length, um	up-vias	track usage [%]
li1	-	-	62	-
met1	48	167	52	1.05
met2	29	100	11	1.28
met3	22	77	0	0.568
met4	0	0	0	0
met5	0	0	-	0
No activity file was given, so power comes from the tool's default toggle rates.
